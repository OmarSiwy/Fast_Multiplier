==> flow/config.mk <==
export PLATFORM = sky130hd
export DESIGN_NAME = booth_pp
export DESIGN_NICKNAME = booth_pp
export VERILOG_FILES = /design/flow/design.v
export SDC_FILE = /design/flow/constraint.sdc
export NUM_CORES = 4
export LEC_CHECK = 1
export CORE_AREA = 10 10 70 70
export DIE_AREA = 0 0 80 80
==> flow/constraint.sdc <==
current_design booth_pp

set clk_period 4.1
set clk_io_pct 0.2

create_clock -name clk0 -period $clk_period

set non_clock_inputs [all_inputs -no_clocks]
set_input_delay [expr $clk_period * $clk_io_pct] -clock clk0 $non_clock_inputs
set_output_delay [expr $clk_period * $clk_io_pct] -clock clk0 [all_outputs]
==> flow/design.v <==
module booth_pp #(
    parameter W    = 16,
    parameter PIPE = 0
) (
    input logic clk,
    input logic rst,
    input  logic [W-1:0] y,            
    input  logic [  2:0] booth_bits,   
    output logic [  W:0] pp,           
    output logic         cpl           
);
  logic       one;   
  logic       two;   
  logic       sign;   
  logic [W:0] y_ext;   
  logic [W:0] y_shifted;   
  logic [W:0] selected;   
  logic [W:0] pp_comb;   
  logic       cpl_comb;   
  always_comb begin
    one  = (booth_bits == 3'b001) || (booth_bits == 3'b010) ||
               (booth_bits == 3'b101) || (booth_bits == 3'b110);
    two = (booth_bits == 3'b011) || (booth_bits == 3'b100);
    sign = booth_bits[2];
  end
  always_comb begin
    y_ext = {{1{y[W-1]}}, y};
    y_shifted = {y_ext[W-1:0], 1'b0};
    if (two) selected = y_shifted;
    else if (one) selected = y_ext;
    else selected = {(W + 1) {1'b0}};
    cpl_comb = sign;
    if (sign) begin
      pp_comb = ~selected;
    end else begin   
      pp_comb = selected;
    end
  end
  generate
    if (PIPE == 1) begin : gen_pipe
      always_ff @(posedge clk or posedge rst) begin
        if (rst) begin
          pp  <= {(W + 1) {1'b0}};
          cpl <= 1'b0;
        end else begin
          pp  <= pp_comb;
          cpl <= cpl_comb;
        end
      end
    end else begin : gen_comb
      assign pp  = pp_comb;
      assign cpl = cpl_comb;
    end
  endgenerate
endmodule
==> flow/run.sh <==
#!/bin/bash
# OpenROAD 26Q1-2900-gdf79404cd8, Yosys 0.63+post, stock flow scripts
make -C /OpenROAD-flow-scripts/flow DESIGN_CONFIG=/design/flow/config.mk WORK_HOME=/design/flow/orfs finish
==> impl_results.html <==
<h2>Implementation results</h2>
<table>
<tr><th>Metric</th><th>Value</th></tr>
<tr><th colspan="2">Worst setup path</th></tr>
<tr><td>Cell chain of the critical path</td><td>clkdlybuf4s50_1 -&gt; xor2_1 -&gt; and2_1 -&gt; a221oi_1 -&gt; clkdlybuf4s50_1</td></tr>
<tr><td>Critical Path Max Stage Delay</td><td>0.59 ns</td></tr>
<tr><td>Arrival time reported for the critical path endpoint</td><td>2.94 ns</td></tr>
<tr><td>Buffer-and-inverter tally for the worst setup path</td><td>2</td></tr>
<tr><td>Cell family with the largest share of critical-path delay</td><td>buffers and inverters</td></tr>
<tr><td>Worst setup EP type</td><td>output port</td></tr>
<tr><td>Standard cell with the maximum stage delay on the critical path</td><td>sky130_fd_sc_hd__clkdlybuf4s50_1</td></tr>
<tr><td>Required arrival time at the worst endpoint</td><td>3.28 ns</td></tr>
<tr><td>Kind of launch point of the worst setup path</td><td>primary input</td></tr>
<tr><td>Max Fanout on Critical Path</td><td>15</td></tr>
<tr><td>Most frequent cell on the critical path</td><td>sky130_fd_sc_hd__clkdlybuf4s50_1</td></tr>
<tr><td>Kind of critical path</td><td>primary input to output port</td></tr>
<tr><th colspan="2">Job</th></tr>
<tr><td>OpenROAD warning count</td><td>34</td></tr>
<tr><td>Number of violations of the max-capacitance limit</td><td>0</td></tr>
<tr><th colspan="2">Placement</th></tr>
<tr><td>GP Congestion</td><td>0.737</td></tr>
<tr><td>Placed cell area</td><td>1010 µm²</td></tr>
<tr><td>Estimated wirelength of the detail-placed design</td><td>1700 µm</td></tr>
<tr><td>Number of port buffers</td><td>37</td></tr>
<tr><td>Number of placed cells counting well taps</td><td>159</td></tr>
<tr><th colspan="2">Final layout</th></tr>
<tr><td>Final cell utilization of the core</td><td>29.5%</td></tr>
<tr><td>Share of post-route cells with drive strength above 1</td><td>7.96%</td></tr>
<tr><td>Fin area</td><td>1010 µm²</td></tr>
<tr><td>Sequential standard cell area</td><td>0 µm²</td></tr>
<tr><td>Number of standard cells in the layout, taps in and fillers out</td><td>159</td></tr>
<tr><td>Area growth from synthesis to final layout</td><td>67.2%</td></tr>
<tr><td>Flip-flops</td><td>0</td></tr>
<tr><td>Final-layout clock buffer total</td><td>0</td></tr>
<tr><th colspan="2">Synthesis</th></tr>
<tr><td>Distinct lib cells used</td><td>20</td></tr>
<tr><td>Count of synthesis-stage warnings from yosys</td><td>1</td></tr>
<tr><td>Number of cells in Yosys stat</td><td>81</td></tr>
<tr><td>Summed instance area of the synthesized netlist</td><td>602 µm²</td></tr>
<tr><td>Mean area per synthesized cell</td><td>7.43 µm²</td></tr>
<tr><td>Yosys synthesis chip area</td><td>602 µm²</td></tr>
<tr><td>Sequential cell area fraction in the yosys report</td><td>0%</td></tr>
<tr><td>Post-Syn Instances</td><td>81</td></tr>
<tr><th colspan="2">Die</th></tr>
<tr><td>Die X</td><td>80 µm</td></tr>
<tr><td>Num ports</td><td>39</td></tr>
<tr><td>Die Height</td><td>80 µm</td></tr>
<tr><td>Cell row count</td><td>21</td></tr>
<tr><td>Core region area</td><td>3420 µm²</td></tr>
<tr><td>Full die area</td><td>6400 µm²</td></tr>
<tr><td>Core Density at Floorplan</td><td>17.6%</td></tr>
<tr><th colspan="2">Clocking</th></tr>
<tr><td>Number of setup buffers added after CTS</td><td>0</td></tr>
<tr><td>Post_cts resized</td><td>0</td></tr>
<tr><td>Hold-fix buffers at CTS</td><td>0</td></tr>
<tr><th colspan="2">Timing</th></tr>
<tr><td>Setup TNS after final layout</td><td>0 ns</td></tr>
<tr><td>Fin. max-slew vios</td><td>0</td></tr>
<tr><td>Slew of the pin with the lowest slew margin</td><td>0.594 ns</td></tr>
<tr><td>Max transition margin</td><td>60.4%</td></tr>
<tr><td>Unrepaired setup endpoints after global routing</td><td>false</td></tr>
<tr><td>Min cycle time layout</td><td>3.76 ns</td></tr>
<tr><td>F_max</td><td>266 MHz</td></tr>
<tr><td>Portion of the clock cycle consumed by the worst path in the final layout</td><td>91.6%</td></tr>
<tr><td>Total setup violations reported at the end of the flow</td><td>0</td></tr>
<tr><td>Hold violation count in the final report</td><td>0</td></tr>
<tr><th colspan="2">Detailed routing</th></tr>
<tr><td>Total inserted antenna cells</td><td>0</td></tr>
<tr><td>Starting DRC count in detailed routing</td><td>64</td></tr>
<tr><td>Via count</td><td>794</td></tr>
<tr><td>Post-DR vias/cell</td><td>4.99</td></tr>
<tr><td>Remaining design rule violation count</td><td>0</td></tr>
<tr><td>1st-pass router iterations</td><td>4</td></tr>
<tr><td>DRT Wirelength</td><td>2210 µm</td></tr>
<tr><td>WL/cell</td><td>13.9 µm</td></tr>
<tr><td>Post-route antenna net violation count</td><td>0</td></tr>
<tr><th colspan="2">Global route</th></tr>
<tr><td>Gr ovfl total</td><td>0</td></tr>
<tr><td>Pin count of the biggest net entering global routing</td><td>21</td></tr>
<tr><td>Global Route Usage Sum</td><td>6.63%</td></tr>
<tr><td>Wire length of the first global-routing pass</td><td>3600 µm</td></tr>
<tr><td>Number of global-route vias before repair</td><td>739</td></tr>
<tr><td>Initial antenna violation count</td><td>0</td></tr>
<tr><th colspan="2">Status</th></tr>
<tr><td>Status</td><td>finished, final reports clean</td></tr>
<tr><th colspan="2">Power</th></tr>
<tr><td>Power density normalized to cell area</td><td>121 nW/µm²</td></tr>
<tr><td>Static leakage</td><td>0.381 nW</td></tr>
<tr><td>Worst IR Drop VDD</td><td>0.0280 mV</td></tr>
<tr><th colspan="2">Hold path</th></tr>
<tr><td>Worst Hold Class</td><td>primary input to output port</td></tr>
</table>
==> cells by family (layout without fill, tap and decap cells) <==
kind of cell / count (synthesis) / count (layout) / share of synthesized area (%)
XOR/XNOR: 2 / 2 / 2.91
AND/OR/NAND/NOR: 19 / 19 / 18.5
buffers and inverters: 13 / 45 / 13.3
AND-OR/OR-AND: 47 / 47 / 65.3
==> final timing paths <==
| kind | from | to | cells past startpoint |
|---|---|---|---|
| max | booth_bits[1] | pp[2] | 5 |
| min | booth_bits[2] | cpl | 2 |
==> cells in the mapped netlist <==
cell type	count	area (µm²)
sky130_fd_sc_hd__a21o_1	15	113
sky130_fd_sc_hd__and2_1	15	93.8
sky130_fd_sc_hd__o221ai_1	14	123
sky130_fd_sc_hd__a221oi_1	13	114
sky130_fd_sc_hd__clkbuf_1	4	15.0
sky130_fd_sc_hd__buf_2	3	15.0
sky130_fd_sc_hd__buf_6	3	33.8
sky130_fd_sc_hd__nand2_1	2	7.51
sky130_fd_sc_hd__a21oi_1	1	5.00
sky130_fd_sc_hd__a221oi_2	1	15.0
sky130_fd_sc_hd__a222oi_1	1	10.0
sky130_fd_sc_hd__a31oi_1	1	6.26
sky130_fd_sc_hd__buf_4	1	7.51
sky130_fd_sc_hd__clkbuf_2	1	5.00
sky130_fd_sc_hd__inv_1	1	3.75
sky130_fd_sc_hd__nor2_1	1	3.75
sky130_fd_sc_hd__o211ai_1	1	7.51
sky130_fd_sc_hd__or2_2	1	6.26
sky130_fd_sc_hd__xnor2_1	1	8.76
sky130_fd_sc_hd__xor2_1	1	8.76
==> through the flow <==
| stage | hold WS [ns] | total power, mW | setup slack [ns] |
|---|---|---|---|
| 6_report | 2.61 | 0.121 | 0.345 |
| 5_1_grt | 2.67 | 0.135 | 0.168 |
| 4_1_cts | 2.62 | 0.124 | 0.318 |
| 3_5_place_dp | 2.62 | 0.123 | 0.337 |
| 3_3_place_gp | 2.62 | 0.123 | 0.340 |
| 2_1_floorplan | 1.66 | 0.0524 | 1.58 |
==> final cells by class <==
type / instances / area, µm²
inverter: 1 / 3.75
multi-input combinational: 68 / 522
fill: 380 / 2410
tap: 46 / 57.6
timing repair buffer: 44 / 423
==> routing by layer <==
layer  up-vias  GRT usage [%]  part of all wire, %
met5         -              0                    0
met4         0              0                    0
met3         0           2.16                   10
met2        33           11.8                   49
met1       356           7.98                   41
li1        405              -                    -
==> placed cells by master, fill, tap and decap left out, drive strengths merged <==
cell / instances
xnor2: 1
xor2: 1
a221oi: 14
or2: 1
inv: 1
a21o: 15
o221ai: 14
o211ai: 1
nand2: 2
nor2: 1
clkdlybuf4s50: 37
and2: 15
a21oi: 1
a31oi: 1
a222oi: 1
buf: 7
==> where the power goes <==
| part | internal (mW) | switching (mW) |
|---|---|---|
| combinational | 0.0776 | 0.0439 |
| clock | 0 | 0 |
| sequential | 0 | 0 |
Power is estimated from default activity; no workload was simulated.
