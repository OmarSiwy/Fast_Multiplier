--- flow/run.sh ---
#!/bin/bash
# OpenROAD 26Q1-2900-gdf79404cd8, Yosys 0.63+post, stock flow scripts
make -C /OpenROAD-flow-scripts/flow DESIGN_CONFIG=/design/flow/config.mk WORK_HOME=/design/flow/orfs finish
--- flow/config.mk ---
export PLATFORM = sky130hd
export DESIGN_NAME = cla
export DESIGN_NICKNAME = cla
export VERILOG_FILES = /design/flow/design.v
export SDC_FILE = /design/flow/constraint.sdc
export NUM_CORES = 4
export LEC_CHECK = 1
export CORE_AREA = 10 10 70 70
export DIE_AREA = 0 0 80 80
--- flow/constraint.sdc ---
current_design cla

set clk_period 5.6
set clk_io_pct 0.2

create_clock -name clk0 -period $clk_period

set non_clock_inputs [all_inputs -no_clocks]
set_input_delay [expr $clk_period * $clk_io_pct] -clock clk0 $non_clock_inputs
set_output_delay [expr $clk_period * $clk_io_pct] -clock clk0 [all_outputs]
--- flow/design.v ---
module cla #(
    parameter int W = 8,
    parameter int M = 4,   
    parameter bit PIPE = 0
) (
    input  logic         clk,
    input  logic         rst,
    input  logic [W-1:0] a,
    input  logic [W-1:0] b,
    input  logic         c_in,
    output logic [W-1:0] s,
    output logic         c_out
);
  localparam int NUM_BLOCKS = (W + M - 1) / M;
  logic [W-1:0] g, p;
  logic [W-1:0] sum_comb;
  logic [NUM_BLOCKS:0] block_carry_out;
  logic [W-1:0] b_xor;   
  assign b_xor = b ^ {W{c_in}};
  genvar i, j;
  generate
    for (i = 0; i < W; i++) begin : gpk_gen
      assign g[i] = a[i] & b_xor[i];   
      assign p[i] = a[i] ^ b_xor[i];   
    end
  endgenerate
  assign block_carry_out[0] = c_in;
  generate
    for (i = 0; i < NUM_BLOCKS; i++) begin : cla_blocks
      localparam int BLOCK_START = i * M;
      localparam int BLOCK_END = (i * M + M) > W ? W : (i * M + M);
      localparam int BLOCK_SIZE = BLOCK_END - BLOCK_START;
      logic [BLOCK_SIZE-1:0] local_g, local_p;
      logic [BLOCK_SIZE:0] local_c;
      for (j = 0; j < BLOCK_SIZE; j++) begin : extract_gp
        assign local_g[j] = g[BLOCK_START+j];
        assign local_p[j] = p[BLOCK_START+j];
      end
      assign local_c[0] = block_carry_out[i];
      for (j = 0; j < BLOCK_SIZE; j++) begin : lookahead
        if (j == 0) begin : bit0
          assign local_c[1] = local_g[0] | (local_p[0] & local_c[0]);
        end else if (j == 1 && BLOCK_SIZE > 1) begin : bit1
          assign local_c[2] = local_g[1] | 
                                       (local_p[1] & local_g[0]) | 
                                       (local_p[1] & local_p[0] & local_c[0]);
        end else if (j == 2 && BLOCK_SIZE > 2) begin : bit2
          assign local_c[3] = local_g[2] | 
                                       (local_p[2] & local_g[1]) | 
                                       (local_p[2] & local_p[1] & local_g[0]) | 
                                       (local_p[2] & local_p[1] & local_p[0] & local_c[0]);
        end else if (j == 3 && BLOCK_SIZE > 3) begin : bit3
          assign local_c[4] = local_g[3] | 
                                       (local_p[3] & local_g[2]) | 
                                       (local_p[3] & local_p[2] & local_g[1]) | 
                                       (local_p[3] & local_p[2] & local_p[1] & local_g[0]) | 
                                       (local_p[3] & local_p[2] & local_p[1] & local_p[0] & local_c[0]);
        end else if (j > 3) begin : bit_n
          assign local_c[j+1] = local_g[j] | (local_p[j] & local_c[j]);
        end
      end
      for (j = 0; j < BLOCK_SIZE; j++) begin : sum_gen
        assign sum_comb[BLOCK_START+j] = local_p[j] ^ local_c[j];
      end
      assign block_carry_out[i+1] = local_c[BLOCK_SIZE];
    end
  endgenerate
  generate
    if (PIPE) begin : pipelined
      always_ff @(posedge clk or posedge rst) begin
        if (rst) begin
          s <= '0;
          c_out <= 1'b0;
        end else begin
          s <= sum_comb;
          c_out <= block_carry_out[NUM_BLOCKS];
        end
      end
    end else begin : combinational
      assign s = sum_comb;
      assign c_out = block_carry_out[NUM_BLOCKS];
    end
  endgenerate
endmodule
==> results.json <==
{
  "ant_nets": 0,
  "final.min_clock_period_ps": 4965,
  "port_buffers": 26,
  "via_per_inst": 3.492,
  "yosysWarnings": 0,
  "tightest_slew_ps": 429.9,
  "lay_top_count": "clkdlybuf4s50_1",
  "ctsHoldBuffers": 0,
  "row_count": 21,
  "hold_slack_ps": 3325,
  "status": "complete, no violations",
  "fp_util_pct": 11.68,
  "antenna-diode-count": 0,
  "hold_path_end": "s[1]",
  "setup_tns_ps": 0,
  "drcViolationCount": 0,
  "crit_type": "in -> out",
  "synth_cell_types": 18,
  "cts-resized-gates": 0,
  "syn_area_um2": 399.1,
  "dieWidth_um": 80,
  "grt_max_degree": 9,
  "tool_warnings": 34,
  "seq_area_um2": 0,
  "routed-wl-met2_um": 480,
  "die_area_um2": 6400,
  "post_cts_buffers": 0,
  "gp_congestion": 0.7101,
  "flop-count": 0,
  "clock_buffers": 0,
  "lay_top_cells": "clkdlybuf4s50_1 (26), xor2_1 (10), ha_1 (8)",
  "dp_hpwl_um": 1098,
  "coreArea_um2": 3416,
  "area_growth_pct": 80.25,
  "grt_pass1_vias": 427,
  "gr-usage-all-layers_pct": 3.304,
  "drt_iter0_drc": 6,
  "fmax_mhz": 201.4,
  "relSlewSlack_pct": 71.25,
  "setup_violations": 0,
  "boundaryPins": 28,
  "synthCells": 50,
  "rsz0062_at_grt": "no",
  "wl_per_cell_um": 9.344,
  "hold_class": "in -> out",
  "antenna_found_initial": 0,
  "syn_area_per_cell_um2": 7.983,
  "finalCritPeriodShare_pct": 88.66,
  "finish.utilization_pct": 21.06,
  "cp.required_ps": 4480,
  "finalWirelength_um": 1140,
  "num_vias": 426,
  "grt_pass1_wl_um": 1766,
  "ys_chip_area_um2": 399.1,
  "wl_met3_um": 123,
  "wl_met1_um": 536,
  "slew_viol_final": 0,
  "yosys_cells": 50,
  "critPathArrivalTime_ps": 3850,
  "min_from": "a[0]",
  "vdd.ir_drop.worst_v": 0.00004918,
  "ys_seq_share_pct": 0,
  "drv_cap": 0,
  "firstDrtPassIters": 2,
  "holdPathStages": 4,
  "grt_overflow": 0,
  "path_max_fanout": 8,
  "start_kind": "primary input",
  "end_kind": "primary output",
  "hold_viol_final": 0,
  "die_h_um": 80,
  "leakagePower_nw": 0.3090,
  "drive_gt1_share_pct": 5.263,
  "power.density_nw_per_um2": 140.8,
  "routed.top_layer": "met3"
}
[power breakdown]
group / switching, mW / internal [mW] / leakage, nW / total (mW)
clock network: 0 / 0 / 0 / 0
registers: 0 / 0 / 0 / 0
logic: 0.0357 / 0.0656 / 0.309 / 0.101
total: 0.0357 / 0.0656 / 0.309 / 0.101
[how the worst max path moves through the flow]
stage	from	to	slack, ps	cells after the start
after CTS	c_in	s[5]	600	9
after global routing	c_in	s[5]	470	9
final	c_in	s[5]	630	9
[logic make-up after synthesis]
group           share of synthesized area, %
simple gates                           9.090
compound gates                         19.75
mux                                    2.508
xor+xnor                               30.72
fa+ha+maj                              30.10
buf+inv                                7.837
[critical path: stages]
cell	delay, ps
clkdlybuf4s50_1	630
xor2_1	260
ha_1	350
nand3_1	100
o211ai_2	270
nor2_1	100
fa_1	390
xnor2_1	140
clkdlybuf4s50_1	480
[metal layers]
metal  up-vias  global-route usage, %
met5         -                      0
met3         0                  1.250
met2        17                  5.297
li1        225                      -
met4         0                      0
met1       184                  4.359
[metrics by stage]
step / total power [mW] / setup WS, ps / area, um2 / cells
finish: 0.1013 / 634.8 / 719.4 / 122
detailed placement: 0.1036 / 605.3 / 719.4 / 122
global placement: 0.1027 / 594.3 / 719.4 / 122
global route: 0.1139 / 473.5 / 719.4 / 122
CTS: 0.1043 / 597.5 / 719.4 / 122
floorplan: 0.04501 / 1812 / 399.1 / 50
[synth_stat cells]
cell type,count,share of area [%]
xor2_1,10,22
ha_1,8,25
inv_1,7,6.6
nand2_1,4,3.8
xnor2_1,4,8.8
nor2_1,3,2.8
nand3_1,2,2.5
o21bai_1,2,3.8
a211oi_1,1,1.9
a21oi_2,1,2.2
a31oi_1,1,1.6
buf_2,1,1.3
fa_1,1,5.0
mux2i_1,1,2.5
o211ai_2,1,3.1
o21ai_0,1,1.3
o31ai_1,1,1.9
o41ai_2,1,4.1
[layout make-up]
class,count,area (um2)
multi-input combinational,42,367.9
tap,46,57.56
timing repair buffer,27,267.8
fill,383,2696
inverter,7,26.28
No activity file was given, so power comes from the tool's default toggle rates.
