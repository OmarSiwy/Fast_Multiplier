===== /design/flow/design.v =====
module yosys_multiplier #(
    parameter W = 16,
    parameter SIGNED = 1   
) (
    input  logic [  W-1:0] a,
    input  logic [  W-1:0] b,
    output logic [2*W-1:0] product
);
  generate
    if (SIGNED) begin : gen_signed
      wire signed [W-1:0] a_s = a;
      wire signed [W-1:0] b_s = b;
      assign product = a_s * b_s;
    end else begin : gen_unsigned
      assign product = a * b;
    end
  endgenerate
endmodule

===== /design/flow/run.sh =====
#!/bin/bash
# OpenROAD 26Q1-2900-gdf79404cd8, Yosys 0.63+post, stock flow scripts
make -C /OpenROAD-flow-scripts/flow DESIGN_CONFIG=/design/flow/config.mk WORK_HOME=/design/flow/orfs finish

===== /design/flow/config.mk =====
export PLATFORM = sky130hd
export DESIGN_NAME = yosys_multiplier
export DESIGN_NICKNAME = yosys_multiplier
export VERILOG_FILES = /design/flow/design.v
export SDC_FILE = /design/flow/constraint.sdc
export NUM_CORES = 4
export LEC_CHECK = 1
export CORE_UTILIZATION = 40

===== /design/flow/constraint.sdc =====
current_design yosys_multiplier

set clk_period 17.5
set clk_io_pct 0.2

create_clock -name clk0 -period $clk_period

set non_clock_inputs [all_inputs -no_clocks]
set_input_delay [expr $clk_period * $clk_io_pct] -clock clk0 $non_clock_inputs
set_output_delay [expr $clk_period * $clk_io_pct] -clock clk0 [all_outputs]

==> run_results.csv <==
group,metric,value,unit
outcome,outcome,"finished clean",
grt,grt_start_max_net_pins,17,
floorplanning,initial_utilization,0.408,
job,warning_count,32,
detailed_routing,via_count,6930,
synth,top_area_cell,"fa_1",
min_path,hold_class,"in -> out",
final_layout,flop_area,0,um^2
floorplanning,coreArea,24300,um^2
synth,ys_warn_count,0,
setup_path,endpoint_kind,"output port",
setup_path,crit_slowest_cell,"clkdlybuf4s50_1",
placed_design,dpl.hpwl,19500,um
synth,yosys_area,9910,um^2
timing,slew_headroom,0.509,
job,cap_violations,0,
final_layout,layout-drive-gt1-share,0.0116,
timing,tightest_slew,0.734,ns
timing,setup_viol,0,
detailed_routing,routed_via_density,4.79,
timing,timing.final.crit_period,14.56,ns
detailed_routing,wl_per_cell,15.4,um
synth,syn_area,9910,um^2
setup_path,cpPeakStageDelay,0.89,ns
setup_path,critPathRequiredTime,14.00,ns
synth,avgSynthCellArea,9.07,um^2
placed_design,io_buffers,64,
detailed_routing,drt_iter0_markers,175,
floorplanning,ios,64,
min_path,hold_depth,3,
timing,report.final.slew_viol_count,0,
floorplanning,die_h,159,um
final_layout,clock_buffers,0,
timing,layout_setup_ws,2.94,ns
grt,grt_first_pass_wirelength,38900,um
detailed_routing,wirelength,22300,um
detailed_routing,first_pass_iters,4,
detailed_routing,ant_nets,0,
synth,netlist_top_cells_count,"inv_1, fa_1, nand2_1",
floorplanning,die_area,25400,um^2
final_layout,nFlopsAndLatches,0,
placed_design,place_congestion,0.889,
setup_path,cp.depth,21,
final_layout,final_cells,1448,
setup_path,path_cells,"clkdlybuf4s50_1 > nand2_1 > inv_1 > fa_1 > fa_1 > fa_1 > fa_1 > fa_1 > inv_1 > fa_1 > inv_1 > ha_1 > and3_1 > nand3_1 > or4b_1 > a21oi_1 > o41ai_2 > o2111ai_1 > a21oi_1 > xnor2_1 > clkdlybuf4s50_1",
synth,synthDistinctLibCells,43,
grt,grt_pass1_vias,7432,
timing,grt_setup_unrepaired,"false",
setup_path,critPathLaunchType,"primary input",
timing,clock.fmax,68.7,MHz
final_layout,area_delta_synth_final,9.46,%
clock_network,post-cts-setup-buffers,0,
synth,syn_inst,1093,
placed_design,place_inst,1448,
clock_network,cts_hold_buf,0,
grt,track_usage,0.205,
synth,synth_seq_share,0,
floorplanning,die_width,159,um
setup_path,arrival,11.06,ns
setup_path,criticalPathCategory,"in -> out",
setup_path,cpMostUsedCell,"fa_1",
grt,grt_overflow_total,0,
clock_network,cts_resized,0,
setup_path,cp_top_family,"adder cells",
placed_design,dp_worst_setup_slack,2.89,ns
timing,hold_violations,0,
timing,whs,8.42,ns
grt,antenna_found_initial,0,
synth,yosys_cells,1093,
setup_path,crit_path_max_fanout,16,
floorplanning,placementRows,57,
final_layout,final_util,0.446,
synth,ys_top_cells_by_area,"fa_1, inv_1, ha_1, and2_1, nand2_1",
setup_path,path_buffers,5,
timing,period_used_share,0.832,
synth,top_area_frac,0.529,
detailed_routing,drc,0,
timing,setup_tns,0,ns
synth,most_common_cell,"inv_1",
detailed_routing,diodes,0,
cell type report:
| class | instances | area [um^2] |
|---|---|---|
| Multi-Input combinational cell | 765 | 8680 |
| Tap cell | 324 | 405 |
| Inverter | 290 | 1090 |
| Fill cell | 2335 | 13500 |
| Timing Repair Buffer | 69 | 678 |
cells by family after synthesis:
group / Yosys count / share of synthesized area
XOR/XNOR: 37 / 0.0327
adder cells (fa/ha/maj): 344 / 0.633
buffers and inverters: 328 / 0.125
AND-OR/OR-AND: 72 / 0.0526
AND/OR/NAND/NOR: 312 / 0.157
layer usage:
| metal | global-route usage | vias up | share of wire |
|---|---|---|---|
| met5 | 0 | - | 0 |
| met4 | 0.0166 | 0 | 0.0085 |
| met3 | 0.110 | 15 | 0.13 |
| met2 | 0.277 | 271 | 0.41 |
| met1 | 0.317 | 3399 | 0.45 |
| li1 | - | 3245 | - |
through the flow:
stage                     cell area [um^2]
after floorplan                       9910
after global placement               10800
after detailed placement             10800
after CTS                            10800
after global routing                 10800
final                                10800
final timing paths:
path / from / end / slack [ns]
max: b[1] / product[30] / 2.94
min: a[0] / product[0] / 8.42
layout by cell type (no fill, tap or decap), types with 17 or more instances in the layout:
cell               n
inv_1            290
fa_1             262
nand2_1          132
and2_1           122
ha_1              82
clkdlybuf4s50_1   64
xnor2_1           27
nor2_1            26
a21o_1            18
a21oi_1           17
