$ cat design.v
module csa #(
    parameter int W = 8,
    parameter int M = 4,
    parameter bit PIPE = 0
) (
    input  logic         clk,
    input  logic         rst,
    input  logic [W-1:0] a,
    input  logic [W-1:0] b,
    input  logic         c_in,
    output logic [W-1:0] s,
    output logic         c_out
);
  localparam int NUM_BLOCKS = (W + M - 1) / M;   
  logic [W-1:0] sum_comb;
  logic [NUM_BLOCKS-1:0] carry_out0, carry_out1;   
  logic [NUM_BLOCKS:0] block_carry_sel;   
  logic [       W-1:0] b_xor;   
  assign b_xor = b ^ {W{c_in}};
  assign block_carry_sel[0] = c_in;
  genvar i, j;
  generate
    for (i = 0; i < NUM_BLOCKS; i++) begin : csa_blocks
      localparam int BLOCK_START = i * M;
      localparam int BLOCK_END = (i * M + M) > W ? W : (i * M + M);
      localparam int BLOCK_SIZE = BLOCK_END - BLOCK_START;
      logic [BLOCK_SIZE-1:0] sum0, sum1;
      logic [BLOCK_SIZE:0] carry_chain0, carry_chain1;
      assign carry_chain0[0] = 1'b0;
      assign carry_chain1[0] = 1'b1;
      for (j = 0; j < BLOCK_SIZE; j++) begin : dual_adders
        fa fa0 (
            .a(a[BLOCK_START+j]),
            .b(b_xor[BLOCK_START+j]),
            .c_in(carry_chain0[j]),
            .s(sum0[j]),
            .c_out(carry_chain0[j+1])
        );
        fa fa1 (
            .a(a[BLOCK_START+j]),
            .b(b_xor[BLOCK_START+j]),
            .c_in(carry_chain1[j]),
            .s(sum1[j]),
            .c_out(carry_chain1[j+1])
        );
      end
      assign carry_out0[i] = carry_chain0[BLOCK_SIZE];
      assign carry_out1[i] = carry_chain1[BLOCK_SIZE];
      assign sum_comb[BLOCK_START+:BLOCK_SIZE] = block_carry_sel[i] ? sum1 : sum0;
      assign block_carry_sel[i+1] = block_carry_sel[i] ? carry_out1[i] : carry_out0[i];
    end
  endgenerate
  generate
    if (PIPE) begin : pipelined
      always_ff @(posedge clk or posedge rst) begin
        if (rst) begin
          s <= '0;
          c_out <= 1'b0;
        end else begin
          s <= sum_comb;
          c_out <= block_carry_sel[NUM_BLOCKS];
        end
      end
    end else begin : combinational
      assign s = sum_comb;
      assign c_out = block_carry_sel[NUM_BLOCKS];
    end
  endgenerate
endmodule
module fa (
    input  logic a,
    input  logic b,
    input  logic c_in,
    output logic s,
    output logic c_out
);
  assign s = a ^ b ^ c_in;
  assign c_out = (b & c_in) | (a & (b | c_in));
endmodule
$ cat run.sh
#!/bin/bash
# OpenROAD 26Q1-2900-gdf79404cd8, Yosys 0.63+post, stock flow scripts
make -C /OpenROAD-flow-scripts/flow DESIGN_CONFIG=/design/flow/config.mk WORK_HOME=/design/flow/orfs finish
$ cat config.mk
export PLATFORM = sky130hd
export DESIGN_NAME = csa
export DESIGN_NICKNAME = csa
export VERILOG_FILES = /design/flow/design.v
export SDC_FILE = /design/flow/constraint.sdc
export NUM_CORES = 4
export LEC_CHECK = 1
export CORE_AREA = 10 10 70 70
export DIE_AREA = 0 0 80 80
$ cat constraint.sdc
current_design csa

set clk_period 4.1
set clk_io_pct 0.2

create_clock -name clk0 -period $clk_period

set non_clock_inputs [all_inputs -no_clocks]
set_input_delay [expr $clk_period * $clk_io_pct] -clock clk0 $non_clock_inputs
set_output_delay [expr $clk_period * $clk_io_pct] -clock clk0 [all_outputs]
==> impl_metrics.yaml <==
# implementation run metrics
cells_and_area:
  drive_above_1_share: 0.375
  n_clock_buffer: 0
  logic_area_um2: 748
  flop_area_um2: 0
  fill_cells: 337
  mostFrequentLayoutCells: "22 x buf_4, 16 x clkdlybuf4s50_1, 10 x xnor2_1"
  fin_area_mm2: 0.00127
  flop-count: 0
  area_growth_pct: 84.4
  layout_top_cell: "buf_4"
die:
  chipArea_mm2: 0.00640
  io_pins: 28
  fp.coreArea_mm2: 0.00342
  rows: 21
  fp-utilization: 0.201
  die_h_um: 80
  die_w_um: 80
setup_path:
  endpoint_kind: "output port"
  crit_type: "primary input to output port"
  cp-start-kind: "primary input"
  critPathBufInv: 4
  crit_arrival_ps: 3280
  worst-endpoint-required_ps: 3280
  slowest_delay_ps: 350
  cp_max_fo: 5
  cp_slowest_cell: "maj3_2"
  critical_path.top_delay_family: "AND-OR/OR-AND gates"
  path_cells: "buf_8 > xor2_2 > inv_1 > ha_2 > maj3_2 > a311oi_4 > o211ai_4 > buf_6 > o21ai_1 > nor4_2 > a2111oi_4 > xnor2_1 > buf_2"
power:
  p_clk_frac: 0
  p_total_mw: 0.208
  comb_power_share: 1.000
  p_switching_mw: 0.0861
  p_per_area_mw_per_mm2: 164
  ir_worst_vdd_uv: 67.5
  internal-power_mw: 0.121
  leakage_nw: 0.519
  swShare: 0.415
  seqPwrFrac: 0
timing:
  setup_ws_ps: -1.70
  fin_setup_tns_ps: -1.70
  hold_violations: 0
  rsz0062_at_grt: "yes"
  slew_headroom: 0.713
  period_minus_slack_ps: 4100
  drv_slew: 0
  finalClockPeriodUsage: 1.00
  fmax_mhz: 244
  fin_worst_hold_slack_ps: 2290
  setup_violations: 1
  worst_pin_slew_ps: 423
placement:
  post_dp_cell_area_mm2: 0.00110
  io_buffers: 26
  pre_cts_ws_ps: -770
  place_hpwl_um: 1560
  gp_congestion: 0.760
drt:
  drt-wirelength-per-cell_um: 11.3
  drt-pass1-iter-count: 4
  diodes: 0
  drtIter0Drc: 23
  via_per_inst: 4.36
  routed-via-count: 793
  drc: 0
  ant_nets: 0
  wl_um: 2060
synthesis:
  yosys_warnings: 0
  ys_cells: 92
  syn_area_per_cell_um2: 7.48
  synth_seq_share: 0
  postSynthCellCount: 92
  syn_area_um2: 688
  synth.distinct_cells: 41
  ys_area_um2: 688
min_path:
  hold_path_end: "s[1]"
  hold_path_depth: 4
  hold_start: "b[0]"
  hold_path.class: "primary input to output port"
grt:
  grt_start_max_net_pins: 21
  grt_pass1_vias: 785
  grt_pass1_wl_um: 3470
  antenna_found_initial: 0
  overflow: 0
  grtUsageTotal: 0.0624
run:
  cap_violations: 0
  warnings: 38
status:
  failed_checks: "negative setup slack"
  status: "finished with violations"
clock_network:
  holdBufCountCts: 0
[cell families (layout without fill, tap and decap cells)]
group	count (synthesis)	after routing	share of synthesized area
compound gates	24	24	0.315
simple gates	24	24	0.176
xor+xnor	22	22	0.291
buf+inv	14	58	0.0836
fa+ha+maj	8	8	0.135
[per-layer routing]
metal | global-route usage | share of wire | vias up
li1 | - | - | 424
met1 | 0.0858 | 0.53 | 353
met2 | 0.103 | 0.42 | 16
met3 | 0.0136 | 0.047 | 0
met4 | 0 | 0 | 0
met5 | 0 | 0 | -
[worst max path at each step]
| stage | startpoint | end | slack (ps) | cells after the start |
|---|---|---|---|---|
| 4_1_cts | b[0] | s[7] | -150 | 14 |
| 5_1_grt | c_in | s[7] | -130 | 13 |
| 6_report | c_in | s[7] | -2 | 13 |
[layout make-up]
cell class	count	share of cell area
multi-input cells	78	0.590
inverters	9	0.0266
well taps	46	0.0454
repair buffers	49	0.338
[what timing repair did]
item / CTS / global route
setup endpoints to repair: 6 / 4
pin swaps: 16 / 10
endpoints found under the hold margin: 0 / 0
setup buffers: 7 / 0
resized: 30 / 18
[power groups by stage]
stage                 clock network, mW  logic, mW  registers (mW)
final                                 0      0.208               0
after global routing                  0      0.230               0
after CTS                             0      0.198               0
[Yosys cell counts]
cell type / n / area, um2
xnor2_1: 11 / 96.3
xor2_1: 10 / 87.6
nand2_1: 9 / 33.8
inv_1: 8 / 30.0
buf_2: 4 / 20.0
ha_1: 4 / 50.1
a21oi_1: 3 / 15.0
nor2_1: 3 / 11.3
o21ai_0: 3 / 15.0
maj3_1: 2 / 20.0
maj3_2: 2 / 22.5
nand2b_1: 2 / 12.5
nor2b_1: 2 / 12.5
nor4_1: 2 / 12.5
a2111oi_2: 1 / 15.0
a211o_1: 1 / 8.76
a211oi_1: 1 / 7.51
a221oi_1: 1 / 8.76
a311oi_1: 1 / 8.76
a311oi_2: 1 / 15.0
a31oi_1: 1 / 6.26
buf_1: 1 / 3.75
inv_2: 1 / 3.75
nand3_1: 1 / 5.00
nand3_2: 1 / 10.0
nand4_1: 1 / 6.26
nor3_1: 1 / 5.00
o2111a_1: 1 / 11.3
o2111ai_1: 1 / 8.76
o211ai_4: 1 / 21.3
o21a_1: 1 / 7.51
o21ai_1: 1 / 5.00
o21ai_2: 1 / 8.76
o221ai_1: 1 / 8.76
o22ai_1: 1 / 6.26
o311ai_0: 1 / 8.76
o31a_1: 1 / 8.76
o31ai_4: 1 / 21.3
or2_1: 1 / 6.26
or3_1: 1 / 6.26
xnor2_2: 1 / 16.3
[stage by stage]
stage | utilization | instances
global route | 0.371 | 182
global placement | 0.323 | 175
CTS | 0.354 | 182
floorplan | - | 92
detailed placement | 0.323 | 175
finish | 0.371 | 182
No activity file was given, so power comes from the tool's default toggle rates.
