$ cat design/flow/constraint.sdc
current_design rca

set clk_period 5.5
set clk_io_pct 0.2

create_clock -name clk0 -period $clk_period

set non_clock_inputs [all_inputs -no_clocks]
set_input_delay [expr $clk_period * $clk_io_pct] -clock clk0 $non_clock_inputs
set_output_delay [expr $clk_period * $clk_io_pct] -clock clk0 [all_outputs]
$ cat design/flow/config.mk
export PLATFORM = sky130hd
export DESIGN_NAME = rca
export DESIGN_NICKNAME = rca
export VERILOG_FILES = /design/flow/design.v
export SDC_FILE = /design/flow/constraint.sdc
export NUM_CORES = 4
export LEC_CHECK = 1
export CORE_AREA = 10 10 70 70
export DIE_AREA = 0 0 80 80
$ cat design/flow/run.sh
#!/bin/bash
# OpenROAD 26Q1-2900-gdf79404cd8, Yosys 0.63+post, stock flow scripts
make -C /OpenROAD-flow-scripts/flow DESIGN_CONFIG=/design/flow/config.mk WORK_HOME=/design/flow/orfs finish
$ cat design/flow/design.v
module fa (
    input  logic a,
    input  logic b,
    input  logic c_in,
    output logic s,
    output logic c_out
);
  assign s = a ^ b ^ c_in;
  assign c_out = (b & c_in) | (a & (b | c_in));
endmodule
module rca #(
    parameter int W = 8,
    parameter int M = 0,   
    parameter bit PIPE = 0
) (
    input  logic         clk,
    input  logic         rst,
    input  logic [W-1:0] a,
    input  logic [W-1:0] b,
    input  logic         c_in,
    output logic [W-1:0] s,
    output logic         c_out
);
  logic [  W:0] carry;
  logic [W-1:0] sum_comb;
  logic [W-1:0] b_xor;   
  assign b_xor = b ^ {W{c_in}};
  assign carry[0] = c_in;
  genvar i;
  generate
    for (i = 0; i < W; i++) begin : rca_stage
      fa fa_inst (
          .a(a[i]),
          .b(b_xor[i]),
          .c_in(carry[i]),
          .s(sum_comb[i]),
          .c_out(carry[i+1])
      );
    end
  endgenerate
  generate
    if (PIPE) begin : pipelined
      always_ff @(posedge clk or posedge rst) begin
        if (rst) begin
          s <= '0;
          c_out <= 1'b0;
        end else begin
          s <= sum_comb;
          c_out <= carry[W];
        end
      end
    end else begin : combinational
      assign s = sum_comb;
      assign c_out = carry[W];
    end
  endgenerate
endmodule
==> out/results.txt <==
DP Cell Count: 105
synth unique cells: 8
delay-heaviest family, CP: adder cells
slowest stage delay, CP: 0.54 ns
synth warn: 0
CLK BUF: 0
yosys stat area: 355.3 um^2
Seq cells: 0
pre-CTS setup slack: -0.5786 ns
largest net degree at the start of global routing: 7
layout cell share with drive strength beyond 1: 32.20%
Slew @ Worst Pin: 0.2133 ns
Setup CP Type: in2out
Top cell area share: 39.44%
CP Launch Type: input port
die area: 6400 um^2
Setup Viol. Count Final: 0
Internal Pwr Total: 50.25 uW
final worst-path cycle share: 96.72%
yosys cell count: 40
Top area cell types: fa_1, buf_4, inv_1, xnor2_1, xor2_2
vias in the first global route: 334
MI comb area: 256.5 um^2
sw frac: 33.62%
Worst EP required: 4.40 ns
Final Hold Violation Tally: 0
WP depth: 13
Buf/Inv on CP: 5
RSZ-0062 raised after global routing: false
GP Congestion: 0.7597
crit path time final: 5.320 ns
Final Slew Violations: 0
Final Power: 75.71 uW
status: completed
CP Max Fanout: 3
Row Count: 21
Hold Path Origin: b[0]
fmax: 188.0 MHz
initial antenna violation count: 0
antenna viol nets, final: 0
Detailed Route WL: 930 um
PnR worst setup slack: 0.1804 ns
CP dominant cell by count: fa_2
first-pass GRT wire length: 1593 um
fp_density: 10.40%
leading area contributor after synthesis: fa_1
Slowest-stage cell, CP: fa_2
drt first-iter violations: 8
Peak VDD IR: 42.81 uV
grt total ovfl: 0
worst path cell trace: buf_2, xnor2_2, fa_2, fa_2, fa_2, fa_2, fa_2, inv_2, fa_2, inv_2, fa_2, inv_1, buf_2
Via density: 2.810
sequential power share: 0%
Hold Path Class: in2out
storage element area: 0 um^2
Pre-Repair DR Iteration Count: 3
Leakage: 0.2702 nW
Avg Inst Size Synth: 8.884 um^2
CP Capture Type: primary output
non-filler cells, final: 105
Ports: 28
number of port buffers: 26
hold depth: 4
Clk network pwr share: 0%
hold_buf cts: 0
Comb pwr share: 100.0%
Mapped Cells: 40
diode count: 0
OpenROAD warnings: 34
Post-CTS Setup Bufs: 0
Seq share, synth: 0%
Fill cells: 397
Core ar.: 3416 um^2
DRC Markers: 0
Pwr per Cell Area: 121.3 nW/um^2
HPWL after detailed placement: 869.8 um
Synth Cell Area: 355.3 um^2
Die H: 80 um
hold_ws: 2.855 ns
Max-Cap Viols: 0
wire per inst: 8.857 um
vias post-DR: 295
Crit path arrival time: 4.22 ns
slew margin rel.: 85.68%
Syn-to-layout area delta: 75.70%
gr usage total: 3.060%
Psw: 25.46 uW
Die Span X: 80 um
Worst Setup SP: c_in
[cells in the final DEF, fill, tap and decap left out]
cell type        Yosys  final
dlygate4sd2_1        0      2
inv_1               15     13
xor2_1               1      1
fa_2                 0      7
clkdlybuf4s15_2      0      1
xor2_2               1      1
buf_2                0      4
mux2i_2              0      1
inv_2                0      2
xnor2_2              0      1
buf_4                8      2
xnor2_1              6      5
clkdlybuf4s50_1      0     19
[cells by family (layout without fill, tap and decap cells)]
family	after synthesis	count (layout)	share of synthesized area [%]
multiplexers	1	1	2.817
XOR/XNOR	8	8	21.83
adder cells (fa/ha/maj)	7	7	39.44
buffers and inverters	24	43	35.91
[worst min-delay path: cells and delay by family]
| kind | cells | cell delay [ns] |
|---|---|---|
| xor+xnor | 1 | 0.05 |
| buf+inv | 3 | 0.61 |
[stage by stage]
stage                     util, %  TNS [ns]  instance area (um^2)
after floorplan                 -         0                 355.3
after global placement      18.06    -1.214                 616.8
after detailed placement    18.06    -1.299                 616.8
after CTS                   18.28         0                 624.3
after global routing        18.28         0                 624.3
final                       18.28         0                 624.3
[cell type report]
class,instances,area share [%]
repair buffers,28,40.68
well taps,46,9.218
multi-input cells,16,41.08
inverters,15,9.018
[final timing paths]
check                 endpoint  slack (ns)
worst min-delay path      s[0]        2.86
worst max-delay path      s[7]        0.18
[Yosys cell counts]
library cell and n:
inv_1 15, buf_4 8, fa_1 7, xnor2_1 6
buf_6 1, mux2i_1 1, xor2_1 1, xor2_2 1
[repair_timing]
action / 4_1_cts / 5_1_grt
pin swaps: 8 / 3
gates resized: 31 / 0
endpoints found under the setup margin: 3 / 3
[power by group through the flow]
| stage | clock (mW) | combinational [mW] | sequential, mW |
|---|---|---|---|
| CTS | 0 | 0.0780 | 0 |
| global route | 0 | 0.0874 | 0 |
| finish | 0 | 0.0757 | 0 |
[layer usage]
| metal | global-route usage [%] | share of wire, % | vias up |
|---|---|---|---|
| li1 | - | - | 135 |
| met1 | 4.976 | 58 | 134 |
| met2 | 3.371 | 24 | 26 |
| met3 | 1.818 | 18 | 0 |
| met4 | 0 | 0 | 0 |
| met5 | 0 | 0 | - |
No activity file was given, so power comes from the tool's default toggle rates.
